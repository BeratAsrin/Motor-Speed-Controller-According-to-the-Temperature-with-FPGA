### flow/run.sh
#!/bin/bash
# OpenROAD 26Q1-2900-gdf79404cd8, Yosys 0.63+post, stock flow scripts
make -C /OpenROAD-flow-scripts/flow DESIGN_CONFIG=/design/flow/config.mk WORK_HOME=/design/flow/orfs finish
### flow/config.mk
export PLATFORM = sky130hd
export DESIGN_NAME = project
export DESIGN_NICKNAME = project
export VERILOG_FILES = /design/flow/design.v
export SDC_FILE = /design/flow/constraint.sdc
export NUM_CORES = 4
export LEC_CHECK = 1
export CORE_UTILIZATION = 30
### flow/constraint.sdc
current_design project

set clk_period 4.7
set clk_io_pct 0.2

create_clock -name clk0 -period $clk_period [get_ports {clk}]

set non_clock_inputs [all_inputs -no_clocks]
set_input_delay [expr $clk_period * $clk_io_pct] -clock clk0 $non_clock_inputs
set_output_delay [expr $clk_period * $clk_io_pct] -clock clk0 [all_outputs]
### flow/design.v
module project(alarm_on_off,A,B,C,D,E,F,G,DP,segment_power,segment_power2,segment_power3,segment_power4,clk,temp_in_1,temp_in_2,temp_in_3,motor,rgb_red, rgb_blue, rgb_green,buzzer);
input clk;  
input temp_in_1,temp_in_2,temp_in_3;  
input alarm_on_off;  
output motor;  
output segment_power,segment_power2,segment_power3,segment_power4,A,B,C,D,E,F,G,DP;  
output rgb_red, rgb_blue, rgb_green;  
output buzzer;  
reg buzzer;
reg rgb_red, rgb_blue, rgb_green;
reg A,B,C,D,E,F,G,DP;
reg segment_power,segment_power2,segment_power3,segment_power4;
reg motor;
reg [19:0] counter;  
reg [19:0] buzzercounter;  
initial begin
	segment_power <= 1; 
	segment_power2 <= 1;
	segment_power3 <= 1;
	segment_power4 <= 1;
	buzzercounter <= 0;
	counter <= 0;
	A <= 1;
	B <= 1;
	C <= 1;
	D <= 1;
	E <= 1;
	F <= 1;
	G <= 1;
	DP <= 1;
	rgb_red = 1;
	rgb_blue = 1;
	rgb_green = 1;
end
always @(posedge clk)begin
	if (temp_in_1)begin
		buzzer = 1;
		segment_power <= 0;
		segment_power2 <= 1;
		segment_power3 <= 1;
		segment_power4 <= 1;
		A <= 1;
		B <= 0;
		C <= 0;
		D <= 1;
		E <= 1;
		F <= 1;
		G <= 1;
		DP <= 1;
		rgb_red = 1;
		rgb_blue = 1;
		rgb_green = 0;
		motor = 0;
	end
	else if (temp_in_2)begin
		buzzer = 1;
		segment_power <= 1;
		segment_power2 <= 0;
		segment_power3 <= 1;
		segment_power4 <= 1;
		A <= 0;
		B <= 0;
		C <= 1;
		D <= 0;
		E <= 0;
		F <= 1;
		G <= 0;
		DP <= 1;
		rgb_red = 0;
		rgb_blue = 1;
		rgb_green = 0;
		if (counter == 99999)
			counter = 0;
		else
			counter = counter + 1;
	motor = (counter < 50000) ? 1 : 0;
	end
	else if (temp_in_3)begin
		segment_power <= 1;
		segment_power2 <= 1;
		segment_power3 <= 0;
		segment_power4 <= 1;
		A <= 0;
		B <= 0;
		C <= 0;
		D <= 0;
		E <= 1;
		F <= 1;
		G <= 0;
		DP <= 1;
		rgb_red = 0;
		rgb_blue = 1;
		rgb_green = 1;
		motor = 1;
		if (~alarm_on_off) begin  
			if (buzzercounter == 99999)
				buzzercounter = 0;
			else
				buzzercounter = buzzercounter + 1;
			buzzer = (buzzercounter < 10000) ? 0 : 1;
		end
		else begin
			buzzer = 1;  
		end
	end
	else begin
		buzzer = 1;  
		segment_power <= 0;
		segment_power2 <= 0;
		segment_power3 <= 0;
		segment_power4 <= 0;
		A <= 1;
		B <= 1;
		C <= 1;
		D <= 1;
		E <= 1;
		F <= 1;
		G <= 0;
		DP <= 1;
		rgb_red = 1;
		rgb_blue = 0;
		rgb_green = 1;
	end
end
endmodule
==> out/qor.yml <==
arrival_ns: 2.77
fin_skew_ns: 0.00699
chipHeight_um: 97.6
crit_path_top_delay_cell: "nor3_1"
clkTransAtPathRegs_ns: 0.09
max_freq_ghz: 0.388
ys_cells: 263
rsz0062_at_grt: "no"
min_period_ns: 2.58
peakVddDrop_mv: 0.132
power_w: 0.000872
dpl.hpwl_um: 3570
yosys.cell_types.count: 49
dp_slack_ns: 1.81
status: "finished clean"
yosys_area_um2: 2740
worst-path-max-fanout: 8
fill_cells: 845
drt_wl_total_um: 4910
worstHoldEndpoint: "buzzercounter[19]"
n_antenna_cell: 0
synth-edff-count: 40
setup_viol: 0
netlist_area_um2: 2740
track_usage_pct: 11.4
finalCritPeriodShare_pct: 54.9
ctsResizeCount: 0
leakagePower_nw: 1.03
hold_path.class: "reg2reg"
num_rows: 34
cts_hold_buffers: 0
pwr_density_cell_nw_per_um2: 279
grt_pass1_vias: 1867
setup_ws_ns: 2.12
synth_top_area_share_pct: 43.8
post_cts_buffers: 0
tightestPinTransition_ns: 0.738
dieWidth_um: 97.6
r2r-end: "buzzer"
synth_cells: 263
io_buffers: 19
antenna_left: 0
cts-root-buf: "clkbuf_8"
detailed_place.area_um2: 3010
drv_slew: 0
hold_start: "buzzercounter[19]"
finalSetupTns_ns: 0
antenna_found_initial: 0
syn_area_per_cell_um2: 10.4
core-area_um2: 8810
lay_top_count: "edfxtp_1"
die_area_um2: 9530
post-route-drc-count: 0
first_pass_iters: 4
final_area_um2: 3120
synthTopCellsByArea: "edfxtp_1 (44%), dfxtp_1 (8.8%), xnor2_1 (7.0%)"
ff2ff_path_depth: 6
ys_seq_share_pct: 52.6
top_area_cell: "edfxtp_1"
wl_per_cell_um: 12.7
via_per_inst: 5.03
place_congestion: 0.851
crit_path_cell_trace: "nand4_2 -> nor3_1 -> nand4_1 -> xnor2_1 -> or4_1 -> a211o_1"
overflow: 0
drive_above_1_share_pct: 6.45
holdPathStages: 1
required_ns: 4.89
cts_max_path_buffers: 2
ys_warn_count: 1
cts_tree: "yes"
slew_headroom_pct: 50.4
ys_seq_elements: 52
clk_latency_ns: 0.30
htree_levels: 2
drtIter0Drc: 61
ys.flop_type: "edfxtp_1"
numCtsBuffers: 5
final_cell_mix: "edfxtp_1 (40), nor2_1 (34), xnor2_1 (22)"
hold_slack_ns: 0.619
r2r_setup_slack_ns: 2.12
io_pins: 22
area_growth_syn_to_layout_pct: 13.9
hold_violations: 0
grt_pass1_wl_um: 8730
max_stage_delay_ns: 0.61
num_vias: 1946
worstSetupStartpointType: "flip-flop"
cap_violations: 0
grt_max_degree: 21
timing.rr.start: "buzzercounter[5]"
log.warning_count: 25
path_class: "reg2reg"
synthArstFlopShare_pct: 0
cts.sinks: 52
end_kind: "flip-flop"
initCoreUtil_pct: 31.1
## layout make-up
class,instances,area (um^2),share of cell area [%]
clock inverters,3,41.3,1.32
inverters,14,52.6,1.68
clock buffers,5,68.8,2.20
repair buffers,20,198,6.33
well taps,108,135,4.33
multi-input cells,185,1190,38.0
flip-flops and latches,52,1440,46.2
## flip-flops by register name, summed over array words and instances (netlist names)
signal and cells:
rgb_red 1, rgb_green 1, buzzer 1, counter 20, motor 1, B 1
rgb_blue 1, C 1, segment_power3 1, E 1, segment_power2 1, G 1
segment_power 1, buzzercounter 20
## per-layer routing
metal	GRT usage (%)	wire length [um]	vias to the layer above
li1	-	-	980
met1	18.6	2560	947
met2	17.1	2220	17
met3	2.20	126	2
met4	0.699	11	0
met5	0	0	-
## worst max-delay path, delay by kind of cell (launching register included)
kind	cells	cell delay, ns
flip-flops	1	0.50
XOR/XNOR	1	0.18
AND-OR/OR-AND	1	0.27
AND/OR/NAND/NOR	4	1.52
## cells in the mapped netlist, drive strengths merged (2+ instances only)
cell	number
and4	2
edfxtp	40
a31oi	2
xnor2	22
nor2b	3
or2	2
or4	2
xor2	12
nand2b	2
nor3b	2
dfxtp	12
and3	5
buf	6
or4b	3
inv	14
a211o	2
nor2	34
nor4	8
o31a	2
o21ai	5
clkbuf	7
nand2	15
nand4	14
ha	2
nor4b	2
nand3	15
nor3	10
## kinds of logic after synthesis
group           count (synthesis)  synth area share [%]
fa+ha+maj                       2                 0.912
simple gates                  122                  24.0
mux                             1                 0.411
buf+inv                        27                  4.52
compound gates                 24                  6.57
xor+xnor                       34                  10.9
other cells                     1                 0.137
flops                          52                  52.6
## how the worst max path moves through the flow
stage / start / endpoint / slack, ns
4_1_cts: temp_in_1 / buzzercounter[5] / 2.13
5_1_grt: counter[0] / motor / 1.86
6_report: buzzercounter[5] / buzzer / 2.12
## report_power, final
group | internal (W) | switching [W]
Clock | 0.000158 | 0.000142
Combinational | 0.0000267 | 0.0000217
Sequential | 0.000509 | 0.0000148
## metrics by stage
| step | utilization, % | cells |
|---|---|---|
| global placement | 34.2 | 379 |
| floorplan | - | 264 |
| global route | 35.5 | 387 |
| finish | 35.5 | 387 |
| CTS | 35.5 | 387 |
| detailed placement | 34.2 | 379 |
